==> flow/run.sh <==
#!/bin/bash
# OpenROAD 26Q1-2900-gdf79404cd8, Yosys 0.63+post, stock flow scripts
make -C /OpenROAD-flow-scripts/flow DESIGN_CONFIG=/design/flow/config.mk WORK_HOME=/design/flow/orfs finish
==> flow/config.mk <==
export PLATFORM = sky130hd
export DESIGN_NAME = fastest_finger_first
export DESIGN_NICKNAME = fastest_finger_first
export VERILOG_FILES = /design/flow/design.v
export SDC_FILE = /design/flow/constraint.sdc
export NUM_CORES = 4
export LEC_CHECK = 1
export CORE_AREA = 10 10 75 75
export DIE_AREA = 0 0 85 85
==> flow/constraint.sdc <==
current_design fastest_finger_first

set clk_period 1.2
set clk_io_pct 0.2

create_clock -name clk0 -period $clk_period [get_ports {clk}]

set non_clock_inputs [all_inputs -no_clocks]
set_input_delay [expr $clk_period * $clk_io_pct] -clock clk0 $non_clock_inputs
set_output_delay [expr $clk_period * $clk_io_pct] -clock clk0 [all_outputs]
==> flow/design.v <==
module fastest_finger_first (
  input wire clk,
  input wire rst,
  input wire buzzer_user1,
  input wire buzzer_user2,
  output wire winner_user1,
  output wire winner_user2
);
  reg [1:0] state_user1, state_user2;
  reg winner_hold_user1, winner_hold_user2;
  always @(posedge clk or posedge rst) begin
    if (rst) begin
      state_user1 <= 2'b00;
      state_user2 <= 2'b00;
      winner_hold_user1 <= 1'b0;
      winner_hold_user2 <= 1'b0;
    end else begin
      case (state_user1)
        2'b00: if (buzzer_user1) state_user1 <= 2'b01;
        2'b01: if (!buzzer_user1 && !winner_user2) state_user1 <= 2'b10;
        2'b10: begin
                state_user1 <= (winner_user1) ? 2'b11 : 2'b00;  
                winner_hold_user1 <= (winner_user1) ? 1'b1 : (state_user2 == 2'b11) ? 1'b1 : 1'b0;  
              end
        2'b11: state_user1 <= (winner_hold_user1 && !rst) ? 2'b11 : 2'b00;  
      endcase
      case (state_user2)
        2'b00: if (buzzer_user2) state_user2 <= 2'b01;
        2'b01: if (!buzzer_user2 && !winner_user1) state_user2 <= 2'b10;
        2'b10: begin
                state_user2 <= (winner_user2) ? 2'b11 : 2'b00;  
                winner_hold_user2 <= (winner_user2) ? 1'b1 : (state_user1 == 2'b11) ? 1'b1 : 1'b0;  
              end
        2'b11: state_user2 <= (winner_hold_user2 && !rst) ? 2'b11 : 2'b00;  
      endcase
    end
  end
  assign winner_user1 = (state_user1 == 2'b10) ? 1'b1 : winner_hold_user1;
  assign winner_user2 = (state_user2 == 2'b10) ? 1'b1 : winner_hold_user2;
endmodule
==> summary.txt <==
The run has ended; figures from its reports follow.

The run finished, with violations left. The checks that failed: negative setup slack. The count of flip-flops with a built-in enable after synthesis came out at 0. The horizontal die dimension is 85 um. The synthesis area per yosys came out at 392 um2. The clock net sink count is 10. The starting density of the core came out at 9.65%.

The actual transition at the worst max-transition pin is 0.157 ns. Once routing completed, OpenROAD measured the worst setup slack at -0.00783 ns. The met2 track demand over resource in global routing came out at 2.93%. The final critical delay including setup and external delays is 1.21 ns. The critical path is of the flip-flop to output pin type. In the global route stage, met3 resource usage came out at 0.771%. The run reported a max-capacitance violation count of 0. STA classifies the critical path endpoint as an output pin. Entering global routing, the biggest net connects 8 pins.

The maximum buffer depth of the clock tree is 2. Tracing the worst setup path back leads to its startpoint at state_user1[1]. The predominant post-synthesis flop cell is sky130_fd_sc_hd__dfrtp_1. The number of global-route vias before repair came out at 315.

The peak fanout along the critical path is 2. The iteration-0 DRC count of the detailed router is 7. The number of antenna cells inserted came out at 0.

The required time of the worst setup path came out at 0.96 ns. The initial antenna violation count is 0. After synthesis, the design contains 29 cells according to Yosys.

The total iterations of the first detailed-routing run came out at 2. The dominant cell by count in the synthesized netlist is sky130_fd_sc_hd__dfrtp_1. The DRC violation total left in the routed layout is recorded as 0.

According to the timing report, the critical path is captured at winner_user1. Traced cell by cell, the critical path runs through or2_4, buf_2. The worst-case reg-to-reg setup slack stands at 0.17 ns. Per the detail_route report, routed wire per instance is 7.67 um. The launch point of the worst register-to-register path is recorded as winner_hold_user2.

The timing report notes that buffer and inverter cells on the critical path total 1. The post-route total power came out at 1.19 mW. The CTS tree is yes. The type recorded for the worst min-delay path is primary input to asynchronous set/reset pin. The detailed-route vias per instance came out at 2.88. For this run, the final setup violation count is recorded as 1.

Power spread over the standard cell area amounts to 1950 nW/um2. The worst slack at placement is -0.0740 ns. The leakage component of the power came out at 0.258 nW. The layout cell share with drive strength beyond 1 is 47.8%. The maximum cell stage delay along the critical path is 0.38 ns. The count of antenna-violating nets left after detailed routing is 0. The synthesized design spends more area on one cell type than any other, namely sky130_fd_sc_hd__dfrtp_1. The core area came out at 4060 um2. The level count of the clock H-tree came out at 1. The I/O pin count came out at 6. The synthesis report gives the async set-or-reset register share as 100%. The global-route congestion overflow total is 0.

The row count is 23. The worst register-to-register path ends at state_user1[1]. The total detailed-routing wirelength is 736 um.

The gate-level netlist out of Yosys references 13 unique cell types. The proportion of synthesized chip area in sequential cells is 64.5%. The OpenROAD report gives the critical path a data arrival time of 0.97 ns.

The mean instance size in the synthesized netlist is 13.5 um2. The number of warning messages in the yosys log came out at 1. Checking max transition, the worst relative margin is 89.5%.

The cell with the largest stage delay on the worst path is sky130_fd_sc_hd__dfrtp_1. The cell family with the largest share of critical-path delay is flip-flops. After clock tree synthesis, the clock-pin slew on the worst setup and hold paths is 0.04 ns.

The chip height is 85 um. Global route summary, busiest routing layer listed as met2. The root buffer cell is sky130_fd_sc_hd__clkbuf_8.

The total half-perimeter wirelength after legalization and detailed placement is 577 um. Setup repair after global routing could not meet its margin everywhere. The flow reports an fmax of 828 MHz. The post-synth register bit count is 10.

After floorplanning, the die was sized to cover 7230 um2. The setup skew after layout came out at 0.00172 ns. The number of buffers added on ports came out at 5. The share of Yosys cell area claimed by the top area cell type is 51.1%. The total count of max-transition violations in the final report came out at 0. The period utilization came out at 101%. TritonCTS created 3 clock buffers. The number of endpoints with negative hold slack in the final report came out at 0.

STA classifies the critical path startpoint as a flip-flop. In the global route stage, met1 resource usage came out at 2.86%. The length in cells of the worst reg-to-reg path came out at 3. The count of cell instances traversed by the critical path is 2.

The warning total across the stage logs came out at 27. After synthesis, the cell types taking the most area are sky130_fd_sc_hd__dfrtp_1, sky130_fd_sc_hd__dfstp_2, sky130_fd_sc_hd__nor3b_2. The post-synthesis instance area came out at 392 um2.

The global-route usage over all layers is 2.07%. The number of instances in the synthesized netlist is 29. The layout-stage area growth over the synthesis result came out at 55.6%.

The first-pass GRT wire length came out at 1290 um. The report puts the hold buffer count at CTS at 0. The clock reaches the later pin of the worst-skew pair after 0.23 ns. The worst-case IR drop observed on VDD is 868 uV.

The total via count after detailed routing came out at 276. The weighted congestion at the end of routability-driven global placement came out at 0.737.
-- kinds of logic (layout without fill, tap and decap cells) --
family	count (synthesis)	after routing	synth area share, %
flip-flops	10	10	64.5
AND/OR/NAND/NOR	10	10	19.2
AND-OR/OR-AND	6	6	13.4
buffers and inverters	3	20	2.88
-- layer usage --
layer  up-vias  wire (um)
li1        136          -
met4         0          6
met1       131        377
met5         -          0
met3         2         40
met2         7        312
-- metrics by stage --
stage	utilization [%]	cells	hold WS, ns	cell area [um2]	setup TNS [ns]
global route	15.0	96	0.392	609	-0.0577
finish	15.0	96	0.379	609	-0.00783
CTS	15.0	96	0.377	609	-0.00947
global placement	13.7	91	0.471	557	-0.135
floorplan	-	29	0.0336	392	0
detailed placement	13.7	91	0.479	557	-0.138
-- worst min-delay path by stage --
stage,end,start
finish,state_user2[1],rst
CTS,winner_hold_user2,rst
global route,winner_hold_user2,rst
-- flip-flops by register name (all words and copies together) (netlist names) --
| name | cells |
|---|---|
| winner_hold_user2 | 1 |
| state_user2 | 4 |
| winner_hold_user1 | 1 |
| state_user1 | 4 |
-- power by group --
group / switching, mW / total, mW / internal, mW
clock: 0.110 / 0.327 / 0.218
combinational: 0.106 / 0.338 / 0.232
sequential: 0.0620 / 0.523 / 0.461
total: 0.278 / 1.19 / 0.911
-- tightest hold or removal path, stage by stage --
cell                              delay, ns
sky130_fd_sc_hd__clkdlybuf4s50_1       0.46
sky130_fd_sc_hd__inv_2                 0.10
sky130_fd_sc_hd__buf_4                 0.12
-- what timing repair did --
item	4_1_cts	5_1_grt
gates resized	7	0
endpoints found under the setup margin	2	2
pin swaps	1	0
buffers inserted	2	0
-- cells in the final DEF, fill, tap and decap left out, drive strengths merged --
cell / netlist / layout
nand2b: 2 / 2
clkbuf: 0 / 3
dfrtp: 8 / 8
buf: 0 / 11
o2bb2ai: 2 / 2
dfstp: 2 / 2
nor3b: 2 / 2
nor2: 2 / 2
a31o: 2 / 2
clkdlybuf4s50: 0 / 3
inv: 3 / 3
or2: 4 / 4
a22o: 2 / 2
-- area by class of cell --
type                       count  area, um2
clock buffer                   3       41.3
fill                         443       3450
inverter                       3       11.3
multi-input combinational     16        128
sequential                    10        253
tap                           50       62.6
timing repair buffer          14        114
Power is estimated from default activity; no workload was simulated.
